### flow/config.mk
export PLATFORM = sky130hd
export DESIGN_NAME = control_pid
export DESIGN_NICKNAME = control_pid
export VERILOG_FILES = /design/flow/design.v
export SDC_FILE = /design/flow/constraint.sdc
export NUM_CORES = 4
export LEC_CHECK = 1
export CORE_UTILIZATION = 50
### flow/constraint.sdc
current_design control_pid

set clk_period 10.8
set clk_io_pct 0.2

create_clock -name clk0 -period $clk_period [get_ports {clk}]

set non_clock_inputs [all_inputs -no_clocks]
set_input_delay [expr $clk_period * $clk_io_pct] -clock clk0 $non_clock_inputs
set_output_delay [expr $clk_period * $clk_io_pct] -clock clk0 [all_outputs]
### flow/design.v
module control_pid #(
	parameter int KP = 100,
	parameter int KI = 1,
	parameter int KD = 10
)(
	input logic clk,
	input logic rst_n,
	input logic [11:0] gtob_out,   
	input logic [11:0] position_b_out,            
	output logic [17:0] duty_out     
);
	logic signed [31:0] error;
	logic signed [31:0] last_error;
	logic signed [31:0] control_val;
	logic signed [31:0] integral;
	logic signed [31:0] derivative;
	localparam signed [31:0] MIN_DUTY = 32'd50000;  
	localparam signed [31:0] OFFSET = 32'd75000;  
	localparam signed [31:0] MAX_DUTY= 32'd100000;  
	always_ff @(posedge clk or negedge rst_n) begin
		if(!rst_n) begin
			integral <= 0;
			last_error <= 0;
			duty_out <= 18'd0;  
		end else begin 
			error <= $signed({1'b0, gtob_out}) - $signed({1'b0, position_b_out});
			integral <= integral + error;   
			derivative <= error - last_error;    
			last_error <= error;    
			control_val <= OFFSET + (KP * error) + (KI * integral) + (KD * derivative);   
			if (control_val > MAX_DUTY)   
				duty_out <= MAX_DUTY;
			else if (control_val < MIN_DUTY)
				duty_out <= MIN_DUTY;
			else
				duty_out <= control_val[17:0];
		end
	end
endmodule
### flow/run.sh
#!/bin/bash
# OpenROAD 26Q1-2900-gdf79404cd8, Yosys 0.63+post, stock flow scripts
make -C /OpenROAD-flow-scripts/flow DESIGN_CONFIG=/design/flow/config.mk WORK_HOME=/design/flow/orfs finish
==> flow_summary.json <==
{
  "status": "complete, no violations",
  "via_per_inst": 5.34,
  "critPathLaunchType": "register",
  "setup_viol": 0,
  "xor_share_pct": 6.84,
  "synthDistinctLibCells": 72,
  "post_cts_resized": 0,
  "met3_usage_pct": 4.01,
  "lay_top_cells": "ha_1, inv_1, nor2_1",
  "cts_root_buf": "clkbuf_16",
  "clk_latency_ns": 0.42,
  "warnings": 34,
  "ys_seq_share_pct": 30.4,
  "fin_crit_sh_pct": 60.0,
  "boundaryPins": 44,
  "gr-usage-met1_pct": 36.1,
  "drt-initial-drc-count": 566,
  "grt_pass1_wl_mm": 42.5,
  "fill_cells": 2082,
  "grtUsageMet2_pct": 31.2,
  "postRouteAntennaNets": 0,
  "synth_flops": 139,
  "drive_above_1_share_pct": 4.19,
  "min_path_type": "reg2reg",
  "die_h_um": 161,
  "ys_area_um2": 12700,
  "grt_max_degree": 59,
  "fin_hold_ws_ns": 0.482,
  "synth_area_leader_cell": "ha_1",
  "vias": 8987,
  "slowest_delay_ns": 0.50,
  "wl_per_cell_um": 14.7,
  "tns_ns": 0,
  "slew_headroom_pct": 44.1,
  "avgSynthCellArea_um2": 9.79,
  "drc": 0,
  "die_w_um": 161,
  "required_ns": 10.96,
  "final.min_clock_period_ns": 6.48,
  "synth-edff-count": 76,
  "top_logic_kind": "adder cells",
  "drv_slew": 0,
  "rows": 57,
  "coreArea_um2": 24600,
  "routed_wl_mm": 24.7,
  "critPathCaptureType": "register",
  "fmax_ghz": 0.154,
  "synthSimpleGateAreaFrac_pct": 11.1,
  "grt_overflow": 0,
  "grt.total_usage_pct": 21.3,
  "critical_path_arrival_ns": 6.64,
  "top_cell_area_share_pct": 20.8,
  "chipArea_um2": 26000,
  "dp_hpwl_mm": 19.7,
  "busiest_layer": "met1",
  "synth-main-ff-cell": "edfxtp_1",
  "worstSetupPathType": "reg2reg",
  "grt_pass1_vias": 8728,
  "top_cells_by_area": "ha_1, edfxtp_1, dfrtp_1, fa_1, xnor2_1",
  "cp_max_fo": 6,
  "firstDrtPassIters": 5,
  "area_growth_pct": 11.0,
  "cts_max_level": 4,
  "clock_path_buffers": 2,
  "postCtsSetupRepairBufs": 0,
  "cp_slowest_cell": "fa_1",
  "skew_ns": 0.0114,
  "cts-hold-fix-buffers": 0,
  "antenna_cells": 0,
  "drv_cap": 0,
  "cts_tree": "done",
  "fa_ha_area_share_pct": 28.9,
  "cts_sinks": 139,
  "ys_warn_count": 1,
  "numPortBuffers": 43,
  "layout_top_cell": "ha_1",
  "antenna_found_initial": 0,
  "async_flop_share_pct": 45.3,
  "synthAoiAreaFrac_pct": 17.1,
  "netlist_instances": 1295,
  "mux_share_pct": 0.316,
  "tightestPinTransition_ns": 0.839,
  "ys_cells": 1295,
  "syn_area_um2": 12700,
  "gp_congestion": 0.892,
  "clkTransAtPathRegs_ns": 0.06,
  "rsz0062_at_grt": "false",
  "hold_violations": 0,
  "fp-utilization_pct": 51.5,
  "cp_common_cell": "ha_1",
  "numCtsBuffers": 17
}
[stage by stage]
step / cells / instance area, µm² / setup slack, ns / util (%)
6_report: 1683 / 14100 / 4.32 / 57.2
3_5_place_dp: 1651 / 13500 / 4.36 / 54.8
4_1_cts: 1683 / 14100 / 4.33 / 57.2
3_3_place_gp: 1651 / 13500 / 4.39 / 54.8
5_1_grt: 1683 / 14100 / 3.87 / 57.2
2_1_floorplan: 1295 / 12700 / 4.78 / -
[area by class of cell]
type	count	area, µm²	area share [%]
multi-input cells	979	8150	57.9
flip-flops and latches	139	3860	27.4
inverters	163	612	4.35
clock buffers	20	468	3.33
repair buffers	46	454	3.23
well taps	324	405	2.88
clock inverters	12	125	0.889
[per-layer routing]
metal / wire [µm] / vias to the layer above / part of all wire [%]
met4: 176 / 0 / 0.71
met3: 1070 / 9 / 4.3
met5: 0 / - / 0
met1: 13100 / 4126 / 53
met2: 10400 / 155 / 42
li1: - / 4697 / -
[cell usage after synthesis (12+ instances only)]
| cell | number |
|---|---|
| fa_1 | 51 |
| nand3_1 | 16 |
| inv_1 | 163 |
| nor2_1 | 97 |
| o31ai_1 | 15 |
| dfrtp_1 | 63 |
| nor2b_1 | 19 |
| xor2_1 | 25 |
| ha_1 | 211 |
| nor3_1 | 21 |
| a21o_1 | 52 |
| nand2_1 | 56 |
| edfxtp_1 | 76 |
| xnor2_1 | 74 |
| o21ai_1 | 13 |
| a21oi_1 | 89 |
| nand2b_1 | 12 |
| o21a_1 | 16 |
| o21ai_0 | 50 |
[cell families (layout without fill, tap and decap cells)]
kind of cell	after synthesis	in the layout
multiplexers	4	4
XOR/XNOR	99	99
AND-OR/OR-AND	327	327
AND/OR/NAND/NOR	286	286
buffers and inverters	177	241
other	1	1
flip-flops	139	139
adder cells (fa/ha/maj)	262	262
[worst paths after layout]
check	start	endpoint	slack (ns)	cells after the start
setup / recovery	error[1]	control_val[25]	4.32	25
hold reg to reg	control_val[3]	duty_out[3]	0.48	1
setup reg to reg	error[1]	control_val[25]	4.32	25
min in group asynchronous	rst_n	last_error[11]	1.61	1
max in group asynchronous	rst_n	duty_out[8]	8.15	2
hold / removal	control_val[3]	duty_out[3]	0.48	1
[flip-flops by register name (all words and copies together), names as in the netlist]
register and cells:
derivative 31, integral 32, control_val 32, last_error 13, duty_out 18, error 13
[critical path: cells and delay by family (launching register included)]
family	cells	cell delay [ns]
adder cells (fa/ha/maj)	8	2.89
AND/OR/NAND/NOR	3	0.24
XOR/XNOR	1	0.14
flip-flops	1	0.48
buffers and inverters	2	0.10
AND-OR/OR-AND	11	2.37
