`design/flow/design.v`:
```
module current_process#(
	parameter [11:0] CURRENT_MAX = 12'd2500,  
	parameter TIME_LIMIT = 1000000  
)(
	input logic clk,
	input logic rst_n,
	input logic [11:0] current_b_out,
	output logic current_high
);
	logic [($clog2(TIME_LIMIT + 1))-1 : 0] time_current_high;
	always_ff @(posedge clk or negedge rst_n) begin
		if(!rst_n) begin
			time_current_high <= 0;
			current_high <= 1'b0;
		end else begin
			if (current_b_out > CURRENT_MAX) begin
				if(TIME_LIMIT > time_current_high) begin
					time_current_high <= time_current_high + 1'b1;
					current_high <= 1'b0;
				end else begin
					current_high <= 1'b1;
				end
			end else begin
				time_current_high <= '0;
				current_high <= 1'b0;
			end
		end
	end
endmodule
```
`design/flow/run.sh`:
```
#!/bin/bash
# OpenROAD 26Q1-2900-gdf79404cd8, Yosys 0.63+post, stock flow scripts
make -C /OpenROAD-flow-scripts/flow DESIGN_CONFIG=/design/flow/config.mk WORK_HOME=/design/flow/orfs finish
```
`design/flow/config.mk`:
```
export PLATFORM = sky130hd
export DESIGN_NAME = current_process
export DESIGN_NICKNAME = current_process
export VERILOG_FILES = /design/flow/design.v
export SDC_FILE = /design/flow/constraint.sdc
export NUM_CORES = 4
export LEC_CHECK = 1
export CORE_AREA = 10 10 108 108
export DIE_AREA = 0 0 118 118
```
`design/flow/constraint.sdc`:
```
current_design current_process

set clk_period 2.2
set clk_io_pct 0.2

create_clock -name clk0 -period $clk_period [get_ports {clk}]

set non_clock_inputs [all_inputs -no_clocks]
set_input_delay [expr $clk_period * $clk_io_pct] -clock clk0 $non_clock_inputs
set_output_delay [expr $clk_period * $clk_io_pct] -clock clk0 [all_outputs]
```
==> impl_report.txt <==
==== FLOW RESULTS ====
----------------------------------------------------
[Status]
  Run status ........................ finished, final reports clean

[Detailed routing]
  Routed wire per std cell ........................ approximately 9.6 um
  Detailed-route wire length ........................ 2599 um
  Post-DR vias/cell ........................ 3.807
  Met2 wire len ........................ 1243 um
  Number of iterations in the first detailed-routing pass ........................ 4
  Detailed-route wire length on metal 1 ........................ roughly 1200 um
  Initial drt markers ........................ 22
  Diodes inserted ........................ 0
  Post-DRT Antenna Nets ........................ 0
  Number of vias after detailed routing ........................ 1028
  Remaining DRCs ........................ 0
  Total length of routed met3 wires ........................ just under 80 um
  Highest metal layer with signal wires ........................ met4

[Logic synthesis]
  Mux cell area share ........................ approximately 1.7%
  Part of the Yosys area used for sequential elements ........................ 43.52%
  Post-synthesis adder-cell area fraction ........................ a little over 2%
  Mapped Avg Cell Area ........................ 9.507 um2
  Area of the synthesized netlist per yosys stat ........................ 0.001207 mm2
  Number of warning messages in the yosys log ........................ 1
  Synth top cells by count ........................ 21 x sky130_fd_sc_hd__dfrtp_1, 17 x sky130_fd_sc_hd__a21oi_1, 10 x sky130_fd_sc_hd__o21ai_0
  Most common flop cell mapped by yosys ........................ sky130_fd_sc_hd__dfrtp_1
  Share of async-settable or async-resettable flops after synthesis ........................ 100.0%
  Yosys cell types ........................ 29
  Post-synthesis instance total ........................ 127
  Mapped Area ........................ 0.001207 mm2
  Main combinational cell family by area after synthesis ........................ simple AND/OR/NAND/NOR gates
  Cell type with the highest aggregate area in the netlist ........................ sky130_fd_sc_hd__dfrtp_1
  Cell total in the yosys stat output ........................ around 130
  Count of flip-flops with a built-in enable after synthesis ........................ 0
  Top cells, area ........................ sky130_fd_sc_hd__dfrtp_1 44%, sky130_fd_sc_hd__a21oi_1 7.0%, sky130_fd_sc_hd__o31ai_1 5.6%, sky130_fd_sc_hd__or4_1 5.6%, sky130_fd_sc_hd__nand4_1 4.1%
  Yosys simple share ........................ 25.18%
  Area fraction in xor and xnor cells ........................ less than 1%
  Area fraction of the dominant cell type after synthesis ........................ between 40 and 50%
  Flops out of synthesis ........................ 21
  Cell with the most instances after synthesis ........................ sky130_fd_sc_hd__dfrtp_1
  Area share of and-or/or-and cells after synthesis ........................ 22.07%

[Power]
  Leakage component of the power ........................ 0.5092 nW
  Pwr per Cell Area ........................ 462.6 mW/mm2
  Worst-case vdd ir drop ........................ 0.2580 mV

[Clock network]
  Clock transition at the registers of the reported paths ........................ 0.08 ns
  TritonCTS sink count ........................ 21
  Number of gates given a new drive strength after cts ........................ 0
  Insertion delay at the late pin of the worst-skew pair ........................ 0.26 ns
  CTS H-Tree Depth ........................ 1
  Root cell of the clock tree ........................ sky130_fd_sc_hd__clkbuf_8
  Hold buffer count at cts ........................ 0
  Buffers inserted by post-CTS timing repair ........................ 0
  CTS tree ........................ built
  Inserted Clock Buffers ........................ 3
  Maximum clock insertion buffer count ........................ 2

[STA]
  Post-layout min period ........................ 1.850 ns
  Final Max-Slew Violation Tally ........................ 0
  Worst hold slack ........................ ~0.52 ns
  Number of endpoints with negative hold slack in the final report ........................ 0
  Unrepaired setup endpoints after global routing ........................ no
  Remaining max-slew budget at the tightest pin ........................ around 77%
  Setup TNS after final layout ........................ 0 ns
  Final Skew ........................ 0.004435 ns
  Post-route clock period utilization ........................ 84.09%
  Worst slew pin tran ........................ 0.3383 ns
  Final setup violation count ........................ 0
  Maximum clock frequency ........................ 0.5405 GHz

[Global route]
  Vias in the first global route ........................ between 900 and 1000
  Maximum number of pins on one net before global-route repair ........................ 22
  Total routing usage reported by global routing ........................ 3.713%
  Number of antenna violations at the first check in global routing ........................ 0
  Wire length of the first global-routing pass ........................ 4554 um
  GRT overflow ........................ 0

[Die]
  Standard-cell row count ........................ 35
  Die y size ........................ between 100 and 150 um
  IO Pins ........................ 15
  Die width ........................ 118 um
  Full die area ........................ 0.01392 mm2
  Init Core Util ........................ 13.01%
  Core footprint ........................ 0.009284 mm2

[Final layout]
  Ratio of cells with drive above 1 in the final layout ........................ 8.511%
  Combinational gate area ........................ 624.3 um2
  Filler instances ........................ 1065
  Sequential cell area ........................ 525.5 um2
  Filler-free cell count of the finished design ........................ 270
  Synthesis-to-layout area growth ........................ 27.77%

[Flow run]
  Max-cap violations ........................ 0
  Total number of warnings across the stage logs ........................ 27

[Critical path]
  Critical setup path kind ........................ register to register
  CP endpoint kind ........................ register
  Startpoint of the lowest-slack register-to-register path ........................ time_current_high[15]
  Largest driver fanout on the critical path ........................ 19
  Critical Path AT ........................ approximately 2.0 ns
  WP data required ........................ ~2.4 ns
  Register-to-register path setup slack ........................ 0.35 ns
  Start point of the critical path ........................ time_current_high[15]
  Critical Path Source Type ........................ register

[Min path]
  Hold Crit Class ........................ register to register
  Startpoint of the lowest-slack hold path ........................ time_current_high[19]

[Placed design]
  Detailed placement HPWL ........................ approximately 1900 um
  Placed insts ........................ 266
  Placer congestion estimate ........................ approximately 0.79
  Number of I/O port buffers ........................ 14

----------------------------------------------------
registers in the layout (all words and copies together), names as in the netlist:
| name | cells |
|---|---|
| time_current_high | 20 |
| current_high | 1 |
logic make-up after synthesis:
logic type	after synthesis
mux	2
simple gates	48
buf+inv	12
fa+ha+maj	2
compound gates	41
xor+xnor	1
flops	21
worst max-delay path, cell delays in order, from the launching register on:
cell,delay [ns]
sky130_fd_sc_hd__dfrtp_1,0.45
sky130_fd_sc_hd__nor4_4,0.33
sky130_fd_sc_hd__a311oi_4,0.13
sky130_fd_sc_hd__buf_4,0.20
sky130_fd_sc_hd__or4_1,0.51
sky130_fd_sc_hd__a21oi_1,0.15
final timing paths:
check | endpoint | cells after the start
worst max-delay path | time_current_high[14] | 5
worst min-delay path | time_current_high[19] | 1
worst max register to register | time_current_high[14] | 5
worst min register to register | time_current_high[19] | 1
max in group asynchronous | time_current_high[16] | 2
min in group asynchronous | time_current_high[13] | 2
through the flow:
step | util (%) | setup slack, ns | total power, mW | instance area [um2]
after floorplan | - | 0.4904 | 0.4285 | 1207
after global placement | 16.12 | 0.3737 | 0.4702 | 1496
after detailed placement | 16.12 | 0.3497 | 0.4712 | 1496
after CTS | 16.62 | 0.3312 | 0.7275 | 1543
after global routing | 16.62 | 0.1822 | 0.7511 | 1543
final | 16.62 | 0.3500 | 0.7136 | 1543
layout by cell type (no fill, tap or decap), drive strengths merged, types with 7 or more instances in the layout:
| cell type | Yosys | layout |
|---|---|---|
| o31ai | 10 | 10 |
| nand3 | 8 | 8 |
| clkdlybuf4s50 | 0 | 14 |
| o21ai | 10 | 10 |
| a21oi | 17 | 17 |
| or3 | 7 | 7 |
| dfrtp | 21 | 21 |
| nand4 | 8 | 8 |
| or4 | 9 | 9 |
power by group:
part | leakage, nW | switching, mW | internal [mW]
Combinational | 0.192 | 0.0312 | 0.0323
Clock | 0.0255 | 0.126 | 0.126
Sequential | 0.292 | 0.00820 | 0.390
metal layers:
| metal | up-vias | global-route usage [%] |
|---|---|---|
| met5 | - | 0 |
| met4 | 0 | 0.5410 |
| met3 | 2 | 0.8751 |
| met2 | 11 | 5.839 |
| met1 | 489 | 5.157 |
| li1 | 526 | - |
final cells by class:
type / count / area share (%)
Clock buffer: 3 / 2.676
Clock inverter: 1 / 0.3244
Inverter: 4 / 0.9732
Multi-Input combinational cell: 94 / 40.47
Sequential cell: 21 / 34.06
Tap cell: 129 / 10.46
Timing Repair Buffer: 18 / 11.03
Power figures rest on the tool's default switching activity, not on a simulated workload.
