`design/flow/design.v`:
```
module pwm #(
	parameter CLK_IN = 50_000_000,  
	parameter FREQ_SERVO = 50      
)(
	input logic clk,          
	input logic rst_n,        
       	input logic [17:0] duty,  
	output logic pwm_out      
);
	localparam TOTAL_PERIOD = CLK_IN/FREQ_SERVO;   
	logic [19:0] counter;  
	always_ff@(posedge clk or negedge rst_n)begin
		if (!rst_n) begin                    
			counter <= '0;
		end else begin
			if (counter < TOTAL_PERIOD - 1)begin
				counter <= counter + 1;
			end else begin
				counter <= '0;
			end
         	end
	end
	assign pwm_out = (counter < duty);  
endmodule
```
`design/flow/run.sh`:
```
#!/bin/bash
# OpenROAD 26Q1-2900-gdf79404cd8, Yosys 0.63+post, stock flow scripts
make -C /OpenROAD-flow-scripts/flow DESIGN_CONFIG=/design/flow/config.mk WORK_HOME=/design/flow/orfs finish
```
`design/flow/config.mk`:
```
export PLATFORM = sky130hd
export DESIGN_NAME = pwm
export DESIGN_NICKNAME = pwm
export VERILOG_FILES = /design/flow/design.v
export SDC_FILE = /design/flow/constraint.sdc
export NUM_CORES = 4
export LEC_CHECK = 1
export CORE_UTILIZATION = 30
```
`design/flow/constraint.sdc`:
```
current_design pwm

set clk_period 3.0
set clk_io_pct 0.2

create_clock -name clk0 -period $clk_period [get_ports {clk}]

set non_clock_inputs [all_inputs -no_clocks]
set_input_delay [expr $clk_period * $clk_io_pct] -clock clk0 $non_clock_inputs
set_output_delay [expr $clk_period * $clk_io_pct] -clock clk0 [all_outputs]
```
==> results.sh <==
# flow metrics
export IMPL_outcome="finished, final reports clean"
export IMPL_synth_mux_area_fraction=0
export IMPL_met2_usage=0.204
export IMPL_hpwl_um=2090
export IMPL_drc_errors=0
export IMPL_cts_clk_slew_worst_paths_ps=70
export IMPL_finalSetupViolations=0
export IMPL_yosys_stat_seqShare=0.350
export IMPL_ant_nets=0
export IMPL_crit_path_max_fanout=2
export IMPL_antenna_cells=0
export IMPL_synth_area_leader_cell="dfrtp_1"
export IMPL_crit_required_ps=2400
export IMPL_rsz0062_at_grt="no"
export IMPL_grt_first_pass_wirelength_um=4970
export IMPL_power_switching_share=0.206
export IMPL_fin_tns_setup_ps=0
export IMPL_comb_power_share=0.106
export IMPL_whs_ps=501
export IMPL_antenna_found_initial=0
export IMPL_grt_pass1_vias=1133
export IMPL_ys_sh_adder=0.157
export IMPL_fp_dieH_um=71.0
export IMPL_xor_area_frac=0.0674
export IMPL_min_path_type="flip-flop to flip-flop"
export IMPL_die_area_um2=5050
export IMPL_syn2layout_area_growth_pct=27.9
export IMPL_synth_logic_top_family="simple AND/OR/NAND/NOR gates"
export IMPL_cp_arrival_ps=2330
export IMPL_overflow=0
export IMPL_fin_cells=241
export IMPL_slew_violations=0
export IMPL_cts_root_buffer="clkbuf_8"
export IMPL_drive_above_1_share=0.122
export IMPL_numSynthFlops=20
export IMPL_cts_max_level=1
export IMPL_top_regs="counter (20)"
export IMPL_top_usage_layer="met2"
export IMPL_top_area_frac=0.350
export IMPL_worstMarginPinSlew_ps=641
export IMPL_die_w_um=71.0
export IMPL_seqPwrFrac=0.509
export IMPL_ys_cells=162
export IMPL_routed_wl_um=2820
export IMPL_synth_cell_types=36
export IMPL_clock_sinks=20
export IMPL_skew_ps=1.97
export IMPL_yosys_stat_area_um2=1430
export IMPL_place_congestion=0.791
export IMPL_largest_reg_flops=20
export IMPL_post_drt_wl_per_cell_um=11.7
export IMPL_simple_gate_area_frac=0.226
export IMPL_portBuffers=20
export IMPL_syn_inst=162
export IMPL_core_rowCount=24
export IMPL_ir_worst_vdd_v=0.000137
export IMPL_drtIter0Drc=65
export IMPL_worstSetupEndpointType="primary output"
export IMPL_grt_max_degree=21
export IMPL_core_um2=4470
export IMPL_powerDensity_nw_per_um2=289
export IMPL_internal_power_w=0.000420
export IMPL_io_pins=21
export IMPL_clock_latency_ps=260
export IMPL_cts_setup_buffers=0
export IMPL_netlist_area_um2=1430
export IMPL_p_clk_frac=0.385
export IMPL_relSlewSlack=0.573
export IMPL_max_freq_mhz=342
export IMPL_path_class="input port to primary output"
export IMPL_period_minus_slack_ps=2930
export IMPL_numCtsBuffers=3
export IMPL_hold_violations=0
export IMPL_syn_mean_instance_area_um2=8.83
export IMPL_cts_path_max_buffers=2
export IMPL_cellLeakagePower_nw=0.887
export IMPL_yosys_warnings=1
export IMPL_grt_total_usage=0.125
export IMPL_dp_cells=237
export IMPL_grtUsageMet1=0.186
export IMPL_setup_ws_ps=73.3
export IMPL_finalCritPeriodShare=0.976
export IMPL_synthAoiAreaFrac=0.141
export IMPL_cts_tree="built"
export IMPL_largest_register="counter"
export IMPL_vias_per_cell=5.07
export IMPL_drtPass1Iterations=19
export IMPL_topCellsByArea="dfrtp_1 (35%), ha_1 (16%), inv_1 (5.0%), xnor2_1 (4.3%), nor2_1 (3.9%)"
export IMPL_fp_util=0.320
export IMPL_use_met3=0.0173
export IMPL_fillerInstances=427
export IMPL_power_switching_w=0.000109
export IMPL_num_vias=1222
export IMPL_cap_viol_max_count=0
export IMPL_warnings=25
export IMPL_start_kind="input port"
export IMPL_post_place_ws_ps=-486
[Yosys cell counts, drive strengths merged]
master   instances
nand4            4
nor3             3
nor2            15
and2             3
o2111ai          1
nor4             2
o31a             1
dfrtp           20
nand2b           1
inv             19
a211o            1
nand3            8
or3              6
o21ba            1
xnor2            7
and3             2
a221oi           2
o31ai            2
o21ai           10
a21o             2
ha              18
buf              1
a31oi            1
a2111o           1
a21oi           10
or4              3
nor2b            1
clkbuf           2
and4             1
nand2           10
xor2             4
[worst max-delay path: stages]
cell and delay, ps:
clkdlybuf4s50_1 450, inv_1 40, ha_1 310, a21oi_2 140, o21ai_1 70, a2111o_1 410
a221oi_2 180, clkbuf_2 130
[area by class of cell]
class | count | area (µm²) | share of cell area
clock buffers | 4 | 55.1 | 0.0301
flip-flops and latches | 20 | 500 | 0.274
repair buffers | 26 | 240 | 0.131
well taps | 52 | 65.1 | 0.0356
multi-input cells | 120 | 897 | 0.490
inverters | 19 | 71.3 | 0.0390
[what timing repair did]
item | in CTS | in global routing
endpoints found under the hold margin | 0 | 0
pin swaps | 3 | 4
endpoints found under the setup margin | 1 | 1
hold buffers | 0 | 0
gates resized | 7 | 5
[cell families after synthesis]
| logic type | Yosys count |
|---|---|
| compound gates | 32 |
| xor+xnor | 11 |
| fa+ha+maj | 18 |
| buf+inv | 22 |
| flops | 20 |
| simple gates | 59 |
[cell usage in the layout, fill, tap and decap left out, drive strengths merged, types with 2 or more instances in the layout]
cell type / count
dfrtp: 20
inv: 19
clkdlybuf4s50: 19
ha: 18
nor2: 15
nand2: 10
a21oi: 10
o21ai: 10
nand3: 8
xnor2: 7
or3: 6
buf: 6
clkbuf: 5
xor2: 4
nand4: 4
nor3: 3
and2: 3
or4: 3
o31ai: 2
nor4: 2
a21o: 2
a221oi: 2
and3: 2
[power groups by stage]
stage	Combinational [W]	Sequential, W	Clock (W)
CTS	0.0000563	0.000269	0.000215
global route	0.0000635	0.000269	0.000223
finish	0.0000562	0.000269	0.000204
[metal layers]
metal,wire length (µm),vias up,part of all wire
met1,1440,570,0.51
li1,-,633,-
met4,34,0,0.012
met2,1260,15,0.45
met3,84,4,0.030
met5,0,-,0
[through the flow]
step           utilization  cell area [µm²]  power (W)
6_report             0.409             1830   0.000529
5_1_grt              0.409             1830   0.000555
4_1_cts              0.406             1820   0.000541
3_5_place_dp         0.386             1730   0.000327
3_3_place_gp         0.386             1730   0.000327
2_1_floorplan            -             1430   0.000291
[final timing paths]
check / from / to / slack (ps) / depth (start not counted)
min: counter[0]$_DFF_PN0_ / counter[0]$_DFF_PN0_ / 500 / 1
max: duty[9] / pwm_out / 70 / 8
min in group asynchronous: rst_n / counter[0]$_DFF_PN0_ / 680 / 2
max reg2reg: counter[0]$_DFF_PN0_ / counter[14]$_DFF_PN0_ / 950 / 5
max in group asynchronous: rst_n / counter[13]$_DFF_PN0_ / 2100 / 2
min reg2reg: counter[0]$_DFF_PN0_ / counter[0]$_DFF_PN0_ / 500 / 1
No activity file was given, so power comes from the tool's default toggle rates.
